`flow/design.v`:
```
module Alu (
    input wire [1:0] ALUctrl,
    input wire [31:0] A, B,
    output reg [31:0] ALUout,
    output wire zero
);
assign zero = (ALUout == 32'b0) ? 1'b1 : 1'b0;
always @(*)
begin
    case(ALUctrl)
        2'b00: ALUout = A + B;
        2'b01: ALUout = A - B;
        2'b10: ALUout = A & B;
        2'b11: ALUout = A | B;
        default: ALUout = 32'b0;
    endcase
end
endmodule
module adder (
    input wire [31:0] in1,
    input wire [31:0] in2,
    output wire [31:0] out
);
assign out = in1 + in2;
endmodule
module Alu_decoder (
    input wire [1:0] ALUop,
    input wire [2:0] funct3,
    input wire        funct7_5,
    input wire        op_5,
    output reg [1:0] ALUctrl
);
always @(*)
begin
    case(ALUop)
        2'b00:  
            ALUctrl = 2'b00;
        2'b01:  
            ALUctrl = 2'b01;
        2'b10:  
            case(funct3)
                3'b000: 
                    if ({op_5, funct7_5} == 3'b11)
                        ALUctrl = 2'b01;  
                    else
                        ALUctrl = 2'b00;  
                3'b111: 
                    ALUctrl = 2'b10;  
                3'b110: 
                    ALUctrl = 2'b11;  
                default: 
                    ALUctrl = 2'bxx;
            endcase
        default: 
            ALUctrl = 2'bxx; 
    endcase
end
endmodule
module control_unit(
    input wire [6:0] op,
    input wire [2:0] funct3,
    input wire funct7_5,
    input wire zero,
    output wire [1:0] PCsrc,
    output wire [1:0] immsrc,
    output wire ALUsrc,
    output wire [1:0] ALUctrl,
    output wire [1:0] resultsrc,
    output wire regwr,
    output wire memwr
);
wire [1:0] ALUop;
wire jump;
wire jalr;
wire branch;
wire zero_new;
assign zero_new = (funct3[0] && op == 7'b1100011) ? !zero : zero;
assign PCsrc = {jalr, ((zero_new & branch) | jump)};
main_decoder u_md (
    .op(op),
    .jump(jump),
    .jalr(jalr),
    .branch(branch),
    .immsrc(immsrc),
    .ALUsrc(ALUsrc),
    .ALUop(ALUop),  
    .resultsrc(resultsrc),
    .regwr(regwr),
    .memwr(memwr)
);
Alu_decoder u_ad (
    .ALUop(ALUop),
    .funct3(funct3),
    .funct7_5(funct7_5),
    .op_5(op[5]),
    .ALUctrl(ALUctrl)
);
endmodule
module datapath (
    input wire clk,
    input wire rst,
    input wire [31:0] instr,
    input wire [31:0] read_data,
    input wire [1:0] PCsrc,
    input wire [1:0] immsrc,
    input wire ALUsrc,
    input wire [1:0] ALUctrl,
    input wire [1:0] resultsrc,
    input wire regwr,
    output wire [31:0] PC,
    output wire zero,
    output wire [31:0] ALUout,
    output wire [31:0] write_data
);
wire [31:0] PCnext, PCplus4, PCtarget;
wire [31:0] result;
wire [31:0] SrcA, SrcB;
wire [31:0] immext;
flip_flop #(32) u_ff(
    .clk(clk),
    .rst(rst),
    .d(PCnext), 
    .q(PC)
);
mux3x1 #(32) u_pcmux (
    .sel(PCsrc),
    .in0(PCplus4),
    .in1(PCtarget),
    .in2({ALUout[31:1], 1'b0}),
    .out(PCnext)
);
Reg_file u_regf (
    .clk(clk),
    .rst(rst),
    .Addr1(instr[19:15]),
    .Addr2(instr[24:20]),
    .Addr3(instr[11:7]),
    .wd3(result), 
    .we3(regwr),
    .rd1(SrcA), 
    .rd2(write_data)
);
Sign_ext u_signext(
    .in(instr[31:7]),
    .opcode(immsrc),
    .out(immext)
);
mux2x1 #(32) u_alumux (
    .sel(ALUsrc),
    .in0(write_data),
    .in1(immext),
    .out(SrcB)
);
adder u_adderplus4 (
    .in1(PC), 
    .in2(32'd4),
    .out(PCplus4)
);
adder u_addertarget (
    .in1(PC), 
    .in2(immext),
    .out(PCtarget)
);
Alu u_ALU (
    .ALUctrl(ALUctrl),
    .A(SrcA),
    .B(SrcB),
    .ALUout(ALUout),
    .zero(zero)
);
mux3x1 #(32) u_resultmux (
    .sel(resultsrc),
    .in0(ALUout),
    .in1(read_data),
    .in2(PCplus4),
    .out(result)
);
endmodule
module flip_flop #(parameter n = 32) (
    input wire clk,
    input wire rst,
    input wire [n-1:0] d,
    output reg [n-1:0] q
);
always @(posedge clk or posedge rst) begin
    if (rst) begin
        q <= 'b0;
    end
    else begin
        q <= d; 
    end
end
endmodule
module main_decoder (
    input wire [6:0] op,
    output reg jump,
    output reg jalr,
    output reg branch,
    output reg [1:0] immsrc,
    output reg ALUsrc,
    output reg [1:0] ALUop,
    output reg [1:0] resultsrc,
    output reg regwr,
    output reg memwr
);
reg [2:0] instr_type;
always @* begin
    instr_type[2] = (op[6] == 1'b1 && op[5:3] == 3'b000) ? 1 : 0;  
    instr_type[1] = (op == 7'b1100011) ? 1 : 0;  
    instr_type[0] = (op == 7'b1101111) ? 1 : 0;  
end
always@(*)
begin
  case(op)
    7'b0000011 :  
    begin
      regwr     = 1'b1  ;
      immsrc    = 2'b00 ;
      ALUsrc    = 1'b1  ;
      memwr     = 1'b0  ;
      resultsrc = 2'b01 ;
      branch    = 1'b0  ; 
      ALUop     = 2'b00 ;
      jump      = 1'b0  ;
      jalr      = 1'b0  ;
    end
    7'b0100011 :  
    begin
      regwr     = 1'b0  ;
      immsrc    = 2'b01 ;
      ALUsrc    = 1'b1  ;
      memwr     = 1'b1  ;
      resultsrc = 2'bxx ;
      branch    = 1'b0  ; 
      ALUop     = 2'b00 ;
      jump      = 1'b0  ;
      jalr      = 1'b0  ;
    end
    7'b0110011 :  
    begin
      regwr     = 1'b1  ;
      immsrc    = 2'bxx ;
      ALUsrc    = 1'b0  ;
      memwr     = 1'b0  ;
      resultsrc = 2'b00 ;
      branch    = 1'b0  ; 
      ALUop     = 2'b10 ;
      jump      = 1'b0  ;
      jalr      = 1'b0  ;
    end
    7'b1100011 :  
    begin
      regwr     = 1'b0  ;
      immsrc    = 2'b10 ;
      ALUsrc    = 1'b0  ;
      memwr     = 1'b0  ;
      resultsrc = 2'bxx ;
      branch    = 1'b1  ; 
      ALUop     = 2'b01 ;
      jump      = 1'b0  ;
      jalr      = 1'b0  ;
    end
    7'b0010011 :  
    begin
      regwr     = 1'b1  ;
      immsrc    = 2'b00 ;
      ALUsrc    = 1'b1  ;
      memwr     = 1'b0  ;
      resultsrc = 2'b00 ;
      branch    = 1'b0  ; 
      ALUop     = 2'b10 ;
      jump      = 1'b0  ;
      jalr      = 1'b0  ;
    end
    7'b1101111 :  
    begin
      regwr     = 1'b1  ;
      immsrc    = 2'b11 ;
      ALUsrc    = 1'bx  ;
      memwr     = 1'b0  ;
      resultsrc = 2'b10 ;
      branch    = 1'b0  ; 
      ALUop     = 2'bxx ;
      jump      = 1'b1  ;
      jalr      = 1'b0  ;
    end
    7'b1100111 :  
    begin
      regwr     = 1'b1  ;
      immsrc    = 2'b00 ;
      ALUsrc    = 1'b1  ;
      memwr     = 1'b0  ;
      resultsrc = 2'b10 ;
      branch    = 1'b0  ; 
      ALUop     = 2'b00 ;
      jump      = 1'b0  ;
      jalr      = 1'b1  ;
    end
    default : 
    begin
      regwr     = 1'bx  ;
      immsrc    = 2'bxx ;
      ALUsrc    = 1'bx  ;
      memwr     = 1'bx  ;
      resultsrc = 2'bxx ;
      branch    = 1'bx  ; 
      ALUop     = 2'bxx ;
      jump      = 1'bx  ;
      jalr      = 1'bx  ;
    end
  endcase
end
endmodule
module mux2x1 #(parameter n = 32)(
    input wire sel,
    input wire [n-1:0] in0, in1,
    output reg [n-1:0] out
);
always @* begin
    out = (sel) ? in1 : in0;
end
endmodule
module mux3x1 #(parameter n = 32)(
    input wire [1:0] sel,
    input wire [n-1:0] in0, in1, in2,
    output reg [n-1:0] out
);
always @* begin
    case (sel)
        2'b10: out = in2;
        2'b01: out = in1;
        default: out = in0;
    endcase
end
endmodule
module Reg_file (
    input wire clk,
    input wire rst,
    input wire [4:0] Addr1,
    input wire [4:0] Addr2,
    input wire [4:0] Addr3,
    input wire [31:0] wd3,
    input wire we3,
    output reg [31:0] rd1,
    output reg [31:0] rd2
);
reg [31:0] temp [0:31];
integer i;
always @(posedge clk or posedge rst) begin
    if (rst) begin
        for (i = 0; i < 32; i = i + 1) begin
            temp[i] <= 32'h0;
        end
    end
    else begin
        if (we3) begin
            temp[Addr3] <= wd3;
        end
    end
end
always @* begin
    rd1 = (Addr1 == 5'b0) ? 32'h0 : temp[Addr1];
    rd2 = (Addr2 == 5'b0) ? 32'h0 : temp[Addr2];
end
endmodule
module Sign_ext (
    input wire [31:7] in,
    input wire [1:0] opcode,
    output reg [31:0] out
);
always @* begin
    case(opcode)
        2'b00: out = {{20{in[31]}}, in[31:20]};  
        2'b01: out = {{20{in[31]}}, in[31:25], in[11:7]};  
        2'b10: out = {{20{in[31]}}, in[7], in[31:25], in[11:8], 1'b0};  
        2'b11: out = {{12{in[31]}}, in[19:12], in[20], in[30:21], 1'b0};  
        default: out = 32'hxxxxxxxx;  
    endcase
end
endmodule
module top_RISCV #(
    parameter n = 10,
    parameter m = 32
)(
    input wire clk,
    input wire rst,
    output wire [n-1:0] addr,
    output wire [m-1:0] write_data,
    output wire memwr,
    output wire [31:0] read_data,
    output wire [31:0] PC,
    output wire [31:0] instr
);
wire [1:0] PCsrc;
wire [1:0] immsrc;
wire ALUsrc;
wire [1:0] ALUctrl;
wire [1:0] resultsrc;
wire regwr;
wire zero;
wire [31:0] ALUout;
datapath u_dp (
    .clk(clk),
    .rst(rst),
    .instr(instr),
    .read_data(read_data),
    .PC(PC),
    .PCsrc(PCsrc),
    .immsrc(immsrc),
    .ALUsrc(ALUsrc),
    .ALUctrl(ALUctrl),
    .resultsrc(resultsrc),
    .regwr(regwr),
    .zero(zero),
    .ALUout(ALUout),
    .write_data(write_data)
);
control_unit u_cu (
    .op(instr[6:0]),
    .funct3(instr[14:12]),
    .funct7_5(instr[30]),
    .zero(zero),
    .PCsrc(PCsrc),
    .immsrc(immsrc),
    .ALUsrc(ALUsrc),
    .ALUctrl(ALUctrl),
    .resultsrc(resultsrc),
    .regwr(regwr),
    .memwr(memwr)
);
assign addr = ALUout[9:0];
endmodule
```
`flow/run.sh`:
```
#!/bin/bash
# OpenROAD 26Q1-2900-gdf79404cd8, Yosys 0.63+post, stock flow scripts
make -C /OpenROAD-flow-scripts/flow DESIGN_CONFIG=/design/flow/config.mk WORK_HOME=/design/flow/orfs finish
```
`flow/config.mk`:
```
export PLATFORM = sky130hd
export DESIGN_NAME = top_RISCV
export DESIGN_NICKNAME = top_RISCV
export VERILOG_FILES = /design/flow/design.v
export SDC_FILE = /design/flow/constraint.sdc
export NUM_CORES = 4
export LEC_CHECK = 1
export CORE_UTILIZATION = 30
```
`flow/constraint.sdc`:
```
current_design top_RISCV

set clk_period 4.1
set clk_io_pct 0.2

create_clock -name clk0 -period $clk_period [get_ports {clk}]

set non_clock_inputs [all_inputs -no_clocks]
set_input_delay [expr $clk_period * $clk_io_pct] -clock clk0 $non_clock_inputs
set_output_delay [expr $clk_period * $clk_io_pct] -clock clk0 [all_outputs]
```
==> flow_metrics.tcl <==
# flow metrics
set metrics [dict create \
    status "finished clean" \
    setup_tns_ns 0 \
    io_pins 141 \
    coreArea_mm2 0.006869 \
    arrival_ns 1.25 \
    cts.clk_slew.worst_paths_ns 0.07 \
    yosysWarnings 73 \
    grt_max_degree 31 \
    dieArea_mm2 0.007529 \
    regMostFlops "u_dp.u_ff.q" \
    largest_reg_flops 30 \
    cts.sinks 30 \
    drive_gt1_share_pct 4.869 \
    p_per_area_mw_per_mm2 263.5 \
    cts_setup_buffers 0 \
    grt-ovfl-total 0 \
    yosysChipArea_mm2 0.002156 \
    yosys.cell_count.top_type "buf_4" \
    async_flop_share_pct 100.0 \
    synthTopCellsByCount "buf_4, dfrtp_1, xor2_1" \
    r2r-end "u_dp.u_ff.q[31]" \
    top_area_cell "buf_4" \
    rsz0062_at_grt "false" \
    reg2regPathDepth 5 \
    reg.largest.list "u_dp.u_ff.q: 30 flops" \
    vias_per_cell 3.455 \
    leakagePower_nw 1.175 \
    whs_ns 0.4622 \
    crit_buf_inv 1 \
    syn_area_per_cell_um2 9.373 \
    timing.rr.start "u_dp.u_ff.q[11]" \
    cts_hold_buffers 0 \
    synthAdderAreaFrac_pct 0.5804 \
    fmax_ghz 0.4842 \
    dp_hpwl_mm 2.269 \
    syn_to_final_growth_pct 6.210 \
    finalSetupViolations 0 \
    grt_pass1_wl_mm 4.671 \
    synth_cell_types 19 \
    fin_util_pct 33.33 \
    min_path_type "flop to flop" \
    gp_congestion 0.7472 \
    cp_cell_sequence "clkdlybuf4s50_1" \
    antenna_found_initial 0 \
    postRouteAntennaNets 0 \
    initCoreUtil_pct 31.38 \
    crit_type "flop to output port" \
    root_buffer "clkbuf_8" \
    clockBufferDepth 2 \
    ys_seq_share_pct 34.82 \
    syn_inst 230 \
    period_needed_ns 2.065 \
    cpMaxStageDelayCell "clkdlybuf4s50_1" \
    antenna_cells 0 \
    cts_inserted_buffers 5 \
    port_buffers 31 \
    cp_max_fo 6 \
    cap_violations 0 \
    cts_tree "done" \
    r2r_slack_ns 2.42 \
    drtIter0Drc 50 \
    fill_cells 707 \
    routed_wl_mm 3.009 \
    cts-resized-gates 0 \
    final_hold_viol_count 0 \
    cp_top_family "buffers and inverters" \
    ys.flop_type "dfrtp_1" \
    drt-pass1-iter-count 4 \
    end_kind "output port" \
    rows 30 \
    clock_skew_ns 0.01094 \
    post_drt_wl_per_cell_um 8.289 \
    synth.comb.largest_family "buffers and inverters" \
    die_h_um 86.77 \
    insertion_delay_ns 0.28 \
    worstHoldEndpoint "u_dp.u_ff.q[31]" \
    tool_warnings 25 \
    synthMuxAreaShare_pct 0 \
    total_power_uw 603.3 \
    ys_ff 30 \
    yosysCellCount 230 \
    yosys.area_share.simple_pct 13.70 \
    critPathMaxStageDelay_ns 0.51 \
    ir_worst_vdd_v 0.0001106 \
    die_w_um 86.77 \
    required_ns 3.28 \
    start_kind "flop" \
    min_period_over_period_pct 50.38 \
    grtUsageTotal_pct 7.946 \
    top_area_share_pct 37.96 \
    htreeDepth 2 \
    min_path_cells 1 \
    grt_pass1_vias 970 \
    drc 0 \
    syn-cell-area_mm2 0.002156 \
    holdCritStartpoint "u_dp.u_ff.q[31]" \
    ys_sh_aoi_pct 0 \
    vias 1254 \
    top_cells_by_area "buf_4, dfrtp_1, xor2_1" \
    edf_count 0 \
    synthXorXnorAreaFrac_pct 11.38 \
    drv_slew 0 \
]
[worst max-delay path by stage]
stage         startpoint  endpoint  slack, ns  depth (start not counted)
4_1_cts   u_dp.u_ff.q[4]     PC[4]       2.02                          1
5_1_grt   u_dp.u_ff.q[4]     PC[4]       1.96                          1
6_report  u_dp.u_ff.q[4]     PC[4]       2.03                          1
[final cells by class]
| class | instances | area (um^2) | area share (%) |
|---|---|---|---|
| multi-input combinational | 191 | 962.2 | 42.02 |
| timing repair buffer | 32 | 317.8 | 13.88 |
| tap | 96 | 120.1 | 5.246 |
| clock buffer | 6 | 82.58 | 3.607 |
| inverter | 7 | 26.28 | 1.148 |
| clock inverter | 1 | 30.03 | 1.311 |
| sequential | 30 | 750.7 | 32.79 |
[routing by layer]
metal  vias to the layer above  global-route usage (%)  share of wire, %
met1                       580                   10.89                40
met2                        90                   13.28                48
met5                         -                       0                 0
met3                         5                   1.739                10
met4                         0                   1.364               2.0
li1                        579                       -                 -
[power breakdown]
part           switching [mW]  internal [mW]  total (mW)
logic                 0.00794        0.00153     0.00947
clock network           0.104          0.194       0.298
registers                   0          0.296       0.296
total                   0.112          0.492       0.603
[placed cells by master, fill, tap and decap left out, types with 2 or more instances in the layout]
cell / instances
conb_1: 109
clkbuf_8: 6
inv_1: 7
nor3_1: 4
nor3_2: 2
nor2_1: 12
xnor2_1: 13
clkdlybuf4s50_1: 31
dfrtp_1: 30
nand2_1: 12
xor2_1: 15
nand3_1: 8
nand4_1: 8
and3_1: 3
[stage by stage]
step | instances | area, um^2 | worst slack [ns]
5_1_grt | 363 | 2290 | 1.958
3_3_place_gp | 356 | 2177 | 2.341
3_5_place_dp | 356 | 2177 | 2.327
2_1_floorplan | 338 | 2561 | 2.646
4_1_cts | 363 | 2290 | 2.021
6_report | 363 | 2290 | 2.035
[cells by family (layout without fill, tap and decap cells)]
logic type,count (synthesis),count (layout)
xor+xnor,28,28
fa+ha+maj,1,1
buf+inv,117,46
flops,30,30
other cells,1,109
simple gates,53,53
