$ cat config.mk
export PLATFORM = sky130hd
export DESIGN_NAME = data_ram
export DESIGN_NICKNAME = data_ram
export VERILOG_FILES = /design/flow/design.v
export SDC_FILE = /design/flow/constraint.sdc
export NUM_CORES = 4
export LEC_CHECK = 1
export CORE_UTILIZATION = 50
$ cat constraint.sdc
current_design data_ram

set clk_period 9.0
set clk_io_pct 0.2

create_clock -name clk0 -period $clk_period [get_ports {clk}]

set non_clock_inputs [all_inputs -no_clocks]
set_input_delay [expr $clk_period * $clk_io_pct] -clock clk0 $non_clock_inputs
set_output_delay [expr $clk_period * $clk_io_pct] -clock clk0 [all_outputs]
$ cat design.v
module data_ram #(parameter n = 10, m = 32)(
    input wire clk,
    input wire rst,
    input wire we,
    input wire [n-1:0] addr,
    input wire [m-1:0] write_data,
    output wire [m-1:0] read_data
);
reg [m-1:0] mem [0:(1 << (n-2)) - 1];  
integer i;
always @(posedge clk or posedge rst) begin
    if (rst) begin
        for ( i = 0; i < (1 << (n-2)); i = i + 1) begin
            mem[i] <= 'h0;
        end
    end
    else if (we) begin
        mem[addr[n-1:2]] <= write_data;  
    end
end
assign read_data = mem[addr[n-1:2]];  
endmodule
$ cat run.sh
#!/bin/bash
# OpenROAD 26Q1-2900-gdf79404cd8, Yosys 0.63+post, stock flow scripts
make -C /OpenROAD-flow-scripts/flow DESIGN_CONFIG=/design/flow/config.mk WORK_HOME=/design/flow/orfs finish
==> run summary <==
The layout was made with Yosys and OpenROAD.

The flow ran to the end, but the final reports show violations. The final reports fail on negative setup slack. Power spread over the standard cell area amounts to 197 mW/mm^2. The post-layout instance area is 0.405 sq mm. The worst setup path is captured at an output port. The net switching power is 18.8 mW. Per STA, the library cell used most along the worst path is buf_4. The peak per-stage delay on the critical path is 0.94 ns.

The largest voltage drop on the vdd net is 0.239 mV. The highest-count logic cell in the final layout is mux2_2. The final setup violation count is 6. The number of antenna violations at the first check in global routing is 159. For this run, the register share of the synthesized area comes to 0.574.

The critical setup path kind is input port to output port. The power share of the combinational group is 0.057. In the post-synthesis netlist, the biggest area contributors are dfrtp_1 57%, mux2_2 26%, a22oi_1 5.3%. The static leakage is 198 nW. In the floorplan report the effective utilization is 0.501. In the placement report, post-DP HPWL is listed as 913,000 um. The chip width is 847 um. Per the STA report, the cell with the highest stage delay on the worst path is nand4_1. CTS placed an instance of clkbuf_16 at the clock tree root.

The report shows a maximum critical-path fanout of 43. For this run, the chip area from Yosys synthesis comes to 0.357 sq mm. The number of iterations in the first detailed-routing pass is 8. The total internal power is 60.9 mW. The via count of the first global-routing pass was 244k. The via count of the routed design is 241k. The count of buffers added on input and output ports is 74. The clock insertion delay at the later pin of the skew report is 1.23 ns. The worst path arrival time is 7.45 ns. The largest registers in the layout are mem: 8192 flops. The library cells used most frequently in the layout, excluding fill and tap cells, are 8,202 x mux2_2, 8,192 x dfrtp_1, 2,534 x a22oi_1, 1,277 x buf_4, 871 x clkbuf_16. The number of storage elements in the synthesis netlist is 8,192.

The setup TNS is -0.674 ns. Sorting the Yosys area breakdown by cell type puts at the top dfrtp_1. In the final layout, the fill cell count is 55.9k. The share of total power dissipated in the clock network is 0.449. The signal on the critical path passes through buf_4 -> nor4b_2 -> buf_12 -> buf_4 -> and3_1 -> a2111oi_0 -> buf_4 -> nand3_1 -> nor4_2 -> buf_12 -> nand4_1 -> buf_4 -> or4_1 -> mux2_2 -> clkdlybuf4s50_1.

The clock input transition at the sequential cells of the worst setup and hold paths is 0.06 ns. The standard-cell row count is 310. The remaining design rule violation count is 0. The count of library flops with an enable pin is 0. The pin count of the biggest net entering global routing is 137.

Synthesis produced 26.2k cells. Per the detailed-route log, wirelength across all metal layers totals 1,380,000 um. For the pin with the worst max-slew slack, the measured transition is 1.39 ns. The number of cells reported by Yosys stat comes to 26.2k. The placeable core region is 0.712 sq mm. The tightest min-delay check is of the register to register type. After floorplanning, the die was sized to cover 0.717 sq mm. In this run the mean area of a mapped cell was 13.6 sq um. The global-route wire length before repair is 1,930,000 um. The power report attributes to the sequential group a share of 0.494.

The OpenROAD report gives the critical path a required time of 7.20 ns. The warning tally printed by Yosys for this design is 2. No sink is reached through more buffers than the 4 on the longest clock path.

Per STA, the startpoint of the critical path is addr[5]. The beginning of the worst register-to-register path is mem[119][30]. The final critical-path required period is 9.25 ns. The final-report hold violation count is 0. Per the synth stats, the flop cell with the highest instance count is dfrtp_1. The maximum frequency from static timing analysis is 0.108 GHz.

The post-placement cell area is 0.376 sq mm. Per the final layout report, the fraction of cells sized above drive strength 1 comes to 0.439. During I/O placement, the number of pins put on the boundary was 77. The final weighted congestion recorded by global placement is 1.04. The switching portion of total power comes to 0.236. The area growth from synthesis to layout is 13.5%. Power comes to 79.7 mW. The hold path startpoint is mem[193][12].

The routed design shows a via density per instance of 6.65. The final clock period utilization by the worst path is 1.03. TritonCTS built the clock tree. Synthesis instantiated 68 different standard cells from the library. The first-iteration detailed-routing DRC count is 19.6k. The share of synthesized area in the top cell type comes to 0.574.

The count of nets left with antenna violations once routing finished came out at 0. The number of buffers created by CTS is 858. Per the OpenROAD floorplan log, the height of the die is 847 um. The H-tree generated during clock tree synthesis spans 6 levels. The total global routing track utilization is 0.407.

The number of hold buffers added after cts is 0. The number of warnings in the stage logs is 276. The clock net in this run drives a total of 8,192 sinks. The clock skew after layout is 0 ns. Across all setup checks in the final design, the least slack found is -0.249 ns.

The mean routed wirelength per cell is 38.0 um. The proportion of synthesized flip-flops having asynchronous set or reset is 1.00. The largest register by flop count is mem. The launching element type of the critical path is an input port.

The global route total overflow is 0. Per the slew report, the remaining headroom to the max-slew limit stands at 0.0746. The register with the most flip-flops in the layout has 8,192 of them. After synthesis the cells add up to 0.357 sq mm.

The number of maximum-capacitance violations recorded for the run is 0. In the final report, the number of pins over their slew limit comes to 0.
## cells in the mapped netlist, types with 271 or more instances
| library cell | number |
|---|---|
| nand4_1 | 325 |
| a22o_1 | 373 |
| buf_1 | 763 |
| buf_2 | 271 |
| nand2_1 | 431 |
| and3_1 | 526 |
| a221oi_1 | 294 |
| dfrtp_1 | 8192 |
| mux2_2 | 8202 |
| clkbuf_1 | 1777 |
| o22ai_1 | 373 |
| a22oi_1 | 2534 |
| nand3_1 | 348 |
## final cells by class
class	count	area [sq um]	area share
clock inverter	199	2350	0.00579
inverter	10	41.3	0.000102
timing repair buffer	1599	15500	0.0382
tap	9516	11900	0.0294
multi-input combinational	15200	144000	0.355
antenna	223	558	0.00138
sequential	8192	205000	0.506
clock buffer	1371	26100	0.0645
## kinds of logic after synthesis
family	after synthesis	share of synthesized area
XOR/XNOR	1	0.0000245
buffers and inverters	2837	0.0310
multiplexers	8238	0.260
AND-OR/OR-AND	4550	0.0982
AND/OR/NAND/NOR	2371	0.0367
flip-flops	8192	0.574
## critical path: cells and delay by family
family	cells	cell delay, ns
compound gates	1	0.53
buf+inv	7	2.26
mux	1	0.42
simple gates	6	2.35
## path summary, 6_finish.rpt
check,to,cells after the start,slack (ns)
max,read_data[28],15,-0.25
min,mem[193][12],1,0.49
max reg2reg,mem[119][30],1,7.99
min reg2reg,mem[193][12],1,0.49
max in group asynchronous,mem[1][6],6,5.25
min in group asynchronous,mem[22][30],3,1.09
## power groups by stage
stage	Combinational (mW)	Clock (mW)	Sequential, mW
CTS	4.54	36.2	39.4
global route	4.88	37.6	39.6
finish	4.55	35.8	39.4
## metrics by stage
step | setup WS [ns] | util | hold slack (ns) | instances
after floorplan | -107.18 | - | 0.464 | 26200
final | -0.249 | 0.569 | 0.489 | 36300
after detailed placement | -0.588 | 0.528 | 0.481 | 34500
after global placement | -0.624 | 0.528 | 0.473 | 34500
after CTS | 0.0178 | 0.568 | 0.495 | 36000
after global routing | -0.110 | 0.568 | 0.501 | 36100
## what timing repair did
item / CTS / global route
pin swaps: 8 / 10
endpoints found under the hold margin: 0 / 0
endpoints found under the setup margin: 9 / 9
resized: 17 / 18
setup buffers: 12 / 8
## metal layers
layer | part of all wire | global-route usage | up-vias | wire length (um)
li1 | - | - | 98600 | -
met1 | 0.38 | 0.549 | 129000 | 518000
met2 | 0.43 | 0.553 | 10400 | 587000
met3 | 0.13 | 0.203 | 3151 | 173000
met4 | 0.073 | 0.226 | 100 | 100000
met5 | 0.0011 | 0.0104 | - | 1580
Power figures rest on the tool's default switching activity, not on a simulated workload.
